==> config.mk <==
export PLATFORM = sky130hd
export DESIGN_NAME = MemoryInitializer
export DESIGN_NICKNAME = MemoryInitializer
export VERILOG_FILES = /design/flow/design.v
export SDC_FILE = /design/flow/constraint.sdc
export NUM_CORES = 4
export LEC_CHECK = 1
export CORE_AREA = 10 10 70 70
export DIE_AREA = 0 0 80 80
==> constraint.sdc <==
current_design MemoryInitializer

set clk_period 2.2
set clk_io_pct 0.2

create_clock -name clk0 -period $clk_period [get_ports {clock}]

set non_clock_inputs [all_inputs -no_clocks]
set_input_delay [expr $clk_period * $clk_io_pct] -clock clk0 $non_clock_inputs
set_output_delay [expr $clk_period * $clk_io_pct] -clock clk0 [all_outputs]
==> design.v <==
module MemoryInitializer
(	
	input  logic clock,
	input  logic rst, 						   
	output logic [7:0] mem_sig = 8'b0,  
	output logic wren,           
	output logic finished_sig = 1'b0
);
logic increment_bit, finished_reg_in, finished_reg_out;		
logic [7:0] mem_sig_reg_in, mem_sig_reg_out;					  
always_ff @(posedge clock, posedge rst)
	if (rst)
		mem_sig_reg_out <= 0;
	else
		begin
			finished_reg_out <= finished_reg_in;
			mem_sig_reg_out  <= mem_sig_reg_in;
		end
always_comb
	begin
		finished_reg_in = &mem_sig_reg_out;
		if (finished_reg_out)
			increment_bit = 0;
		else
			increment_bit = 1;
		mem_sig_reg_in = mem_sig_reg_out + increment_bit;
	end
always_comb
	begin
		mem_sig = mem_sig_reg_out;
		wren = increment_bit;
		finished_sig = finished_reg_out;
	end
endmodule
==> run.sh <==
#!/bin/bash
# OpenROAD 26Q1-2900-gdf79404cd8, Yosys 0.63+post, stock flow scripts
make -C /OpenROAD-flow-scripts/flow DESIGN_CONFIG=/design/flow/config.mk WORK_HOME=/design/flow/orfs finish
==> ci_impl_report.md <==
### Flow metrics

| Metric | Value |
|---|---|
| Period utilization | `76.9%` |
| Reg2reg end | `mem_sig_reg_out[4]$_DFF_PP0_` |
| Required time of the critical path | `1760 ps` |
| Chip Area | `6400 µm²` |
| Synthesized area per cell | `13.0 µm²` |
| Worst Reg-to-Reg Cells | `5` |
| Fp util | `11.1%` |
| Reg area | `230 µm²` |
| Reg clk slew, reported paths | `60 ps` |
| Yosys cell count | `29` |
| Final GP Congestion | `0.744` |
| Number of logged tool warnings | `25` |
| Startpoint Class | `register` |
| Worst EP arrival | `1250 ps` |
| Final total negative setup slack | `0 ps` |
| Mapped Area | `378 µm²` |
| Status | `completed` |
| Clock Root Buffer | `clkbuf_4` |
| Min cycle time layout | `1690 ps` |
| Reg2reg start | `finished_reg_out$_DFFE_PN_` |
| Power Density | `1130 nW/µm²` |
| Insertion Delay late pin | `250 ps` |
| Leak | `0.000235 µW` |
| CP bufs+invs | `1` |
| Worst hold path class | `in2async` |
| Placed Area | `546 µm²` |
| Detailed Route WL | `850 µm` |
| DR pass1 iterations | `3` |
| Final setup violation count | `0` |
| Clock Skews | `4.14 ps` |
| Routed wire per std cell | `9.14 µm` |
| Slew Limit Fails | `0` |
| Vias in the first global route | `279` |
| Global router's overall resource usage | `3.01%` |
| # H-tree levels | `1` |
| Initial antenna violation count | `1` |
| Final worst slack | `508 ps` |
| Max frequency | `591 MHz` |
| Largest net degree at the start of global routing | `10` |
| Worst hold margin | `450 ps` |
| Cells after Synth | `29` |
| Drt first-iter violations | `44` |
| Dpl hpwl | `671 µm` |
| CTS tree | `done` |
| Crit-path cells | `clkdlybuf4s50_1` |
| Vias/cell | `2.88` |
| Syn. warnings | `1` |
| Hold Vio Cnt, Final | `0` |
| RSZ-0062 raised after global routing | `false` |
| Worst-margin pin slew | `347 ps` |
| Core Util, Final | `17.0%` |
| Crit end category | `output port` |
| Tally of max-capacitance violations | `0` |
| DIE WIDTH | `80 µm` |
| Post-CTS Setup Bufs | `0` |
| Post-route cell area | `579 µm²` |
| Post-CTS sizing | `0` |
| YS chip area | `378 µm²` |
| Post-route ant nets | `0` |
| Die height | `80 µm` |
| Area Overhead vs Synth | `53.3%` |
| # DRC | `0` |
| Max stage delay on crit path | `540 ps` |
| Pre-CTS setup slack | `745 ps` |
| Worst slew margin | `76.9%` |
| Netlist cell types | `12` |
| Filler Cell Count | `390` |
| CP max stage cell | `clkdlybuf4s50_1` |
| Total global routing overflow | `0` |
| Number of cell rows | `21` |
| Number of buffers added on ports | `11` |
| Post-synth seq share | `60.9%` |
| Setup slack, reg-to-reg | `890 ps` |
| Register bit total from synthesis | `9` |
| Via count | `268` |
| Critical path fanouts, max | `6` |
| Ratio of cells with drive above 1 in the final layout | `13.6%` |
| Post-CTS Hold Buffers | `0` |
| TritonCTS buffer count | `3` |
| Worst-case clock buffer depth | `2` |
| Worst IR Drop VDD | `199 µV` |
| First-pass GRT wire length | `1490 µm` |
| Crit Path Class | `reg2out` |
| Core ar. | `3420 µm²` |
| Logic area | `140 µm²` |
| TritonCTS sink count | `9` |
| Top Ports | `12` |
| Largest delay contributor family on the critical path | `buffers and inverters` |
through the flow:
stage               power [µW]  cells
floorplan                  378     29
global placement           545     86
detailed placement         546     86
CTS                        672     90
global route               723     93
finish                     655     93
sequential cells by signal, indices dropped and copies added (netlist names):
signal / count
mem_sig_reg_out: 8
finished_reg_out: 1
layout by cell type, fill, tap and decap left out:
cell             synthesis  routed
clkdlybuf4s50_1          0      11
dfrtp_1                  8       8
xnor2_1                  5       5
nand3_1                  4       4
diode_2                  0       3
clkbuf_4                 0       3
inv_1                    2       2
nand2_1                  2       2
ha_1                     2       2
and4_4                   1       1
nand4_2                  1       1
and3_2                   1       1
xor2_1                   1       1
nor2_1                   1       1
clkbuf_1                 0       1
edfxtp_1                 1       1
synthesized netlist by cell type:
| library cell | n | area (µm²) |
|---|---|---|
| dfrtp_1 | 8 | 200 |
| edfxtp_1 | 1 | 30.0 |
| nand3_1 | 4 | 20.0 |
| nand2_1 | 2 | 7.51 |
| xnor2_1 | 5 | 43.8 |
| inv_1 | 2 | 7.51 |
| xor2_1 | 1 | 8.76 |
| nand4_2 | 1 | 12.5 |
| ha_1 | 2 | 25.0 |
| nor2_1 | 1 | 3.75 |
| and3_2 | 1 | 7.51 |
| and4_4 | 1 | 11.3 |
cells by family (layout without fill, tap and decap cells):
| logic type | count (synthesis) | after routing | share of synthesized area, % |
|---|---|---|---|
| flops | 9 | 9 | 60.9 |
| fa+ha+maj | 2 | 2 | 6.62 |
| xor+xnor | 6 | 6 | 13.9 |
| buf+inv | 2 | 17 | 1.99 |
| other cells | 0 | 3 | 0 |
| simple gates | 10 | 10 | 16.6 |
routing by layer:
layer | routed length [µm] | global-route usage, % | part of all wire [%]
met1 | 344 | 3.94 | 40
met2 | 398 | 4.09 | 47
met3 | 106 | 2.05 | 12
met4 | 0 | 0.352 | 0
met5 | 0 | 0 | 0
final cells by class:
cell class	instances	share of cell area (%)
flip-flops and latches	9	39.7
multi-input cells	18	24.2
repair buffers	11	19.0
well taps	46	9.94
clock buffers	4	4.54
inverters	2	1.30
diodes	3	1.30
how the worst max path moves through the flow:
stage                       startpoint    endpoint  slack [ps]  cells past startpoint
6_report  mem_sig_reg_out[1]$_DFF_PP0_  mem_sig[1]         510                      1
5_1_grt   mem_sig_reg_out[1]$_DFF_PP0_  mem_sig[1]         440                      1
4_1_cts   mem_sig_reg_out[1]$_DFF_PP0_  mem_sig[1]         490                      1
power by group:
group	leakage [µW]	internal [µW]	switching, µW	total [µW]
Combinational	0.000111	160	56.7	217
Sequential	0.000109	233	84.2	317
Clock	0.0000150	69.5	51.2	121
Total	0.000235	462	192	655
No activity file was given, so power comes from the tool's default toggle rates.
