<file path="design/flow/config.mk">
export PLATFORM = sky130hd
export DESIGN_NAME = task_2a
export DESIGN_NICKNAME = task_2a
export VERILOG_FILES = /design/flow/design.v
export SDC_FILE = /design/flow/constraint.sdc
export NUM_CORES = 4
export LEC_CHECK = 1
export CORE_UTILIZATION = 50
</file>
<file path="design/flow/constraint.sdc">
current_design task_2a

set clk_period 5.8
set clk_io_pct 0.2

create_clock -name clk0 -period $clk_period [get_ports {clk}]

set non_clock_inputs [all_inputs -no_clocks]
set_input_delay [expr $clk_period * $clk_io_pct] -clock clk0 $non_clock_inputs
set_output_delay [expr $clk_period * $clk_io_pct] -clock clk0 [all_outputs]
</file>
<file path="design/flow/design.v">
module task_2a
#(parameter key_length = 3)
(
   input  logic        clk,     
   input  logic        on_sig,  
   input  logic [23:0] secret_key,
   input  logic [7:0]  q_s,
   output logic [7:0]  addr_s,
   output logic [7:0]  data_s,
   output logic        wren_s,  
   output logic        finished_sig 
);
typedef enum logic [3:0] {idle_state, 
                          si_rd, si_reg, 
                          skb_reg,
                          j_reg, 
                          sj_rd, sj_reg, 
                          tmp_reg, 
                          cpy_sj_wr, cpy_si_wr, 
                          fin_reg, i_reg, 
                          finished_state} statetype;
statetype state = idle_state;
logic increment_bit, fin_reg_in, fin_reg_out, started = 1'b0;  
logic [1:0] sk_idx;
logic [7:0] i_reg_in,      i_reg_out,
            j_reg_in,      j_reg_out,
            skb_reg_in,    skb_reg_out,
            si_reg_in,     si_reg_out,
            sj_reg_in,     sj_reg_out,
            tmp_reg_in,    tmp_reg_out;
always_ff @(posedge clk)
   if (!(on_sig | started)) 
      begin
         state <= idle_state;
         { i_reg_out, j_reg_out, 
           skb_reg_out, 
           si_reg_out, sj_reg_out, 
           tmp_reg_out, 
           fin_reg_out }
        <= 0;
      end
   else
      begin
         started              <= 1'b1;
         i_reg_out            <= i_reg_in;
         j_reg_out            <= j_reg_in;
         skb_reg_out          <= skb_reg_in;
         si_reg_out           <= si_reg_in;
         sj_reg_out           <= sj_reg_in;
         tmp_reg_out          <= tmp_reg_in;
         fin_reg_out          <= fin_reg_in;
         case (state)
            idle_state: state <= skb_reg;
            skb_reg:    state <= si_rd;
            si_rd:      state <= si_reg;
            si_reg:     state <= j_reg;
            j_reg:      state <= sj_rd;
            sj_rd:      state <= sj_reg;
            sj_reg:     state <= tmp_reg;
            tmp_reg:    state <= cpy_sj_wr;
            cpy_sj_wr:  state <= cpy_si_wr;
            cpy_si_wr:  state <= fin_reg;
            fin_reg:    state <= i_reg;
            i_reg:
               begin
                  if (fin_reg_out)
                        state <= finished_state;
                  else
                        state <= skb_reg;
               end
            finished_state: 
                        state <= finished_state;
            default:    state <= state;
   endcase
      end
always_comb
   begin
   sk_idx = (i_reg_out % key_length);
   case (sk_idx)
      2'b10:   skb_reg_in  = secret_key[7:0];
      2'b01:   skb_reg_in  = secret_key[15:8];
      2'b00:   skb_reg_in  = secret_key[23:16];
      default: skb_reg_in  = secret_key[7:0];
   endcase
   increment_bit   = ~fin_reg_out;
   case (state)
      j_reg:
         begin
            i_reg_in   = i_reg_out;
            j_reg_in   = (j_reg_out + si_reg_out + skb_reg_out);
            si_reg_in  = si_reg_out;
            sj_reg_in  = sj_reg_out;
            tmp_reg_in = si_reg_out;
            fin_reg_in = fin_reg_out;
         end
      si_reg:
         begin
            i_reg_in   = i_reg_out;
            j_reg_in   = j_reg_out;
            si_reg_in  = q_s;
            sj_reg_in  = sj_reg_out;
            tmp_reg_in = si_reg_out;
            fin_reg_in = fin_reg_out;
         end
      sj_reg:
         begin
            i_reg_in   = i_reg_out;
            j_reg_in   = j_reg_out;
            si_reg_in  = si_reg_out;
            sj_reg_in  = q_s;
            tmp_reg_in = si_reg_out;
            fin_reg_in = fin_reg_out;
         end
      tmp_reg:
         begin
            i_reg_in   = i_reg_out;
            j_reg_in   = j_reg_out;
            si_reg_in  = si_reg_out;
            sj_reg_in  = sj_reg_out;
            tmp_reg_in = si_reg_out;
            fin_reg_in = fin_reg_out;
         end
      fin_reg:
         begin
            i_reg_in   = i_reg_out;
            j_reg_in   = j_reg_out;
            si_reg_in  = si_reg_out;
            sj_reg_in  = sj_reg_out;
            tmp_reg_in = tmp_reg_out;
            fin_reg_in = &i_reg_out;  
         end
      i_reg:
         begin
            if (fin_reg_out)
               i_reg_in = i_reg_out;
            else
               i_reg_in = i_reg_out + increment_bit;
            j_reg_in   = j_reg_out;
            si_reg_in  = si_reg_out;
            sj_reg_in  = sj_reg_out;
            tmp_reg_in = tmp_reg_out;
            fin_reg_in = fin_reg_out;
         end
      default:
         begin
            i_reg_in   = i_reg_out;
            j_reg_in   = j_reg_out;
            si_reg_in  = si_reg_out;
            sj_reg_in  = sj_reg_out;
            tmp_reg_in = tmp_reg_out;
            fin_reg_in = fin_reg_out;
         end
   endcase
   end
always_comb
   begin
      case(state)
         idle_state:
            begin 
               wren_s       = 1'b0;
               addr_s       = 1'b0;
               data_s       = 1'b0;
            end
         si_rd:
            begin
               wren_s       = 1'b0;
               addr_s       = i_reg_out;
               data_s       = 1'b0;
            end
         sj_rd:
            begin
               wren_s       = 1'b0;
               addr_s       = j_reg_out;
               data_s       = 1'b0;
            end
         cpy_sj_wr:
            begin
               wren_s       = 1'b1;
               addr_s       = i_reg_out;
               data_s       = sj_reg_out;
            end
         cpy_si_wr:
            begin
               wren_s       = 1'b1;
               addr_s       = j_reg_out;
               data_s       = tmp_reg_out;
            end
         default:
            begin
               wren_s       = 1'b0;
               addr_s       = 1'b0;
               data_s       = 1'b0;
            end
      endcase
      finished_sig = fin_reg_out;
   end
endmodule  
</file>
<file path="design/flow/run.sh">
#!/bin/bash
# OpenROAD 26Q1-2900-gdf79404cd8, Yosys 0.63+post, stock flow scripts
make -C /OpenROAD-flow-scripts/flow DESIGN_CONFIG=/design/flow/config.mk WORK_HOME=/design/flow/orfs finish
</file>
==> changes_impl.md <==
### Changed

- Outcome: finished, final reports clean
- Die x size: 87.8 um
- Clock latency (worst-skew pair): 0.31 ns
- Cell Type Count: 64
- DR iter-0 viols: 194
- ANT cells: 0
- Max cap viols: 0
- F_max: 0.207 GHz
- Core Region: 0.00694 mm2
- Max Root-Sink Buffers: 2
- Most frequent cells in the layout: nor2_1 (61), dfxtp_1 (53), clkdlybuf4s50_1 (51)
- Reg clk slew, reported paths: 0.10 ns
- Final setup fails: 0
- Vias: 3,334
- Main flop type: dfxtp_1
- Post-route design area: 0.00433 mm2
- EDFF count, synth: 1
- Crit path launch type: flip-flop
- Setup repair after global routing missed its margin: no
- Final Max Tran Viols: 0
- Syn_area_per_cell: 8.09 um2
- Crit share post-route: 83.2%
- DR pass1 iterations: 5
- Mapped Cells: 455
- #FFs+latches synth: 54
- Critical Path Max Stage Delay: 0.74 ns
- Most Frequent Cell on Critical Path: ha_1
- Sum Neg Setup Slack: 0 ns
- CP endpoint kind: flip-flop
- Vias per cell: 5.70
- Core Density at Floorplan: 53.0%
- Placed Instances: 577
- CTS tree: done
- Total Wirelength: 8710 um
- Die ar.: 0.00771 mm2
- Setup bufs post-CTS: 0
- Worst Path Buf+Inv: 0
- Layout cells sized above 1: 5.52%
- Hold Startpoint: sj_reg_out[7]
- P&R area growth vs syn: 17.7%
- Setup WS post-layout: 0.973 ns
- Placement Setup Slack: 1.07 ns
- Reg-to-reg critical path startpoint: i_reg_out[6]
- Antenna violations before repair: 0
- Most frequent logic cell in the layout: nor2_1
- Post-DP Area: 0.00422 mm2
- Clock Sinks: 54
- Per-cell routed wire length: 14.9 um
- CTS buffer count: 5
- Critical path type: reg -> reg
- Final tally of hold violations: 0
- GRT Util Overall: 24.0%
- Hold-fix buffers, CTS: 0
- Worst-Margin Slew: 0.913 ns
- Share of flip-flops with an asynchronous set or reset: 0%
- Synth top area share: 28.8%
- P per Cell Area: 389 mW/mm2
- Seq/Total Area, Yosys: 29.6%
- YS chip area: 0.00368 mm2
- Post-synth top area cell: dfxtp_1
- Vias in the first global route: 2,983
- Netlist Area Pre-Place: 0.00368 mm2
- Hold EP: sj_reg_out[7]
- Post-route ant nets: 0
- Reg-to-Reg End: skb_reg_out[4]
- Reg2Reg Depth: 17
- GR Overflow Total: 0
- Synth Warn #: 1
- Clock root buffer: clkbuf_8
- WP data arrival: 5.07 ns
- Cell Chain, Critical Path: ha_1 -> nand4bb_1 -> o211a_4 -> o21ai_4 -> nor3_1 -> o41a_1 -> ha_1 -> nor2_1 -> nand2_1 -> a211oi_4 -> xnor2_2 -> ha_1 -> nor2_1 -> nand2b_1 -> a2111oi_4 -> o21ai_1 -> a31oi_1
- Final non-filler cell total: 585
- Placer Congestion: 0.897
- Final Critical Period: 4.83 ns
- Largest net degree at the start of global routing: 55
- I/O pin count: 52
- CP Max Fanout: 18
- Row count: 30
- Top delay family on crit path: AND-OR/OR-AND gates
- Max H-tree Level: 2
- R2R setup slack: 0.97 ns
- Core Util, Final: 62.4%
- Hold Path Stages: 2
- Rel. slew slack: 38.9%
- # DRC: 0
- Dpl hpwl: 6370 um
- Die Ht: 87.8 um
- Peak supply drop: 0.171 mV
- Slowest library cell on the worst path: dfxtp_1
- Port Buf Inserts: 51
- Final Hold Slack: 0.459 ns
- CTS resizes: 0
- First-pass GRT wire length: 14,200 um
- HP Class: reg -> reg
- Total power: 1.69 mW
- Main area contributors after synthesis: dfxtp_1 (29%), mux2i_1 (7.1%), nor2_1 (6.3%), nand2_1 (4.8%), fa_1 (4.4%)
- Clock skew: 0.00880 ns
- Pleak: 1.66 nW
- Req. time, crit path: 6.04 ns
- Tool warnings: 26
- Ys cells: 455
-- layer usage --
layer,global-route usage [%],up-vias,share of wire (%)
li1,-,1695,-
met1,37.4,1537,50
met2,38.9,96,45
met3,2.67,6,4.8
met4,1.49,0,0.65
met5,0,-,0
-- power by group --
part           internal (mW)  leakage, nW  switching, mW
Sequential             0.501        0.445          0.139
Clock                  0.125       0.0600          0.126
Combinational          0.378         1.15          0.417
Total                   1.00         1.66          0.681
-- registers in the layout, indices dropped and copies added (netlist names) --
name / flops
tmp_reg_out: 8
i_reg_out: 8
skb_reg_out: 8
si_reg_out: 8
j_reg_out: 8
state: 4
sj_reg_out: 8
fin_reg_out: 1
started: 1
-- worst reg2reg max path, delay by kind of cell, from the launching register on --
family	cells	cell delay, ns
DFF	1	0.74
and+or+nand+nor	6	0.93
xor gates and xnor gates	1	0.16
adders and majority gates	3	0.90
AOI/OAI and AO/OA	7	2.04
-- worst max-delay path by stage --
stage	startpoint	depth (start not counted)	endpoint
4_1_cts	i_reg_out[6]	17	skb_reg_out[4]
5_1_grt	i_reg_out[6]	17	skb_reg_out[6]
6_report	i_reg_out[6]	17	skb_reg_out[4]
-- layout make-up --
cell class              instances  area (um2)
flip-flops and latches         54        1090
inverters                      17        66.3
clock inverters                 1        8.76
fillers                       595        2610
well taps                      96         120
multi-input cells             355        2400
repair buffers                 55         541
clock buffers                   7         108
-- cells by family after synthesis --
| group | Yosys count | share of synthesized area [%] |
|---|---|---|
| DFF | 54 | 29.6 |
| AOI/OAI and AO/OA | 131 | 25.3 |
| other | 1 | 0.102 |
| adders and majority gates | 19 | 8.09 |
| buffers and inverters | 46 | 5.44 |
| muxes | 26 | 7.07 |
| xor gates and xnor gates | 17 | 4.25 |
| and+or+nand+nor | 161 | 20.2 |
-- cell usage after synthesis, types with 3 or more instances --
| cell | number |
|---|---|
| dfxtp_1 | 53 |
| nor2b_1 | 4 |
| a211oi_1 | 4 |
| mux2i_1 | 26 |
| a21o_1 | 4 |
| a21oi_1 | 26 |
| buf_1 | 3 |
| nand4_1 | 4 |
| a31oi_1 | 15 |
| o211ai_1 | 4 |
| and3_1 | 5 |
| nand2_1 | 47 |
| clkbuf_1 | 19 |
| xor2_1 | 7 |
| buf_4 | 4 |
| a22o_1 | 8 |
| nand3_1 | 11 |
| nor2_1 | 62 |
| inv_1 | 16 |
| o21ai_0 | 27 |
| o21ai_1 | 9 |
| fa_1 | 8 |
| nand2b_1 | 4 |
| o21bai_1 | 3 |
| a22oi_1 | 8 |
| ha_1 | 11 |
| xnor2_1 | 9 |
| nand3b_1 | 4 |
| nor3_1 | 8 |
Power is estimated from default activity; no workload was simulated.
